<file path="flow/design.v">
module boreal_apex_core_v3 (
    input  wire         clk,
    input  wire         rst_n,
    input  wire         bite_n,         
    input  wire [191:0] raw8,           
    input  wire         adc_valid,
    input  wire [2:0]   ch,
    input  wire         phase_lock,     
    output reg  signed [15:0] mu0,      
    output wire         low_conf,       
    input  wire [9:0]   reg_addr,
    input  wire [31:0]  reg_din,
    input  wire         reg_we,
    output reg  [31:0]  reg_dout
);
    typedef enum logic [3:0] {
        S_IDLE,
        S_WAIT_ADC,
        S_DCBLOCK,
        S_FETCH,
        S_ACT,
        S_ERR,
        S_UPDATE_MU,
        S_UPDATE_W,
        S_OUT
    } state_t;
    state_t state;
    reg signed [23:0] x1 [0:7];
    reg signed [31:0] y1 [0:7];
    localparam signed [15:0] ALPHA_DC = 16'h7EB8;  
    wire signed [23:0] xin = raw8[ch*24 +: 24];
    wire signed [15:0] samp;
    reg [31:0] noise_limit = 32'd200000000;
    reg [2:0]  ext_lr_shift = 3'd0;  
    reg [2:0]  decay_shift = 3'd4;
    reg        freeze_learn = 0;
    always @(posedge clk or negedge rst_n) begin
        if (!rst_n) begin
            noise_limit <= 32'd200000000;
            ext_lr_shift <= 0;
            decay_shift <= 3'd4;
            freeze_learn <= 0;
        end else if (reg_we) begin
            case (reg_addr)
                10'h002: noise_limit <= reg_din;
                10'h003: ext_lr_shift <= reg_din[2:0];
                10'h004: decay_shift <= reg_din[2:0];
                10'h000: freeze_learn <= reg_din[1];
            endcase
        end
    end
    wire [31:0] mem_dout;
    reg  [9:0]  addr_a, addr_b;
    reg  [31:0] din_b;
    reg         we_b;
    boreal_memory #(10, 32) mem (
        .clk(clk),
        .addr_a(addr_a),
        .dout_a(mem_dout),
        .we_b(we_b),
        .addr_b(addr_b),
        .din_b(din_b),
        .dout_b()
    );
    wire [9:0] w_base = {ch, 7'b0};
    always @(*) addr_a = w_base;
    wire signed [15:0] weight = mem_dout[15:0];
    wire signed [15:0] act    = mem_dout[15:0];   
    wire signed [15:0] deriv  = mem_dout[31:16]; 
    reg signed [15:0] mu [0:7];
    reg signed [15:0] eps [0:7];
    wire [2:0] lr_shift = (ext_lr_shift != 0) ? ext_lr_shift : (phase_lock ? 3'd5 : 3'd7);
    function signed [15:0] sat16;
        input signed [31:0] x;
        begin
            if (x > 32767) sat16 = 32767;
            else if (x < -32768) sat16 = -32768;
            else sat16 = x[15:0];
        end
    endfunction
    reg [31:0] pwr;
    assign low_conf = (pwr > noise_limit);
    assign samp = y1[ch][31:16];
    wire signed [31:0] g_mu = eps[ch] * deriv;
    wire signed [31:0] g_w  = eps[ch] * mu[ch];
    wire artifact = (xin > 24'd7000000 || xin < -24'd7000000);
    always @(posedge clk or negedge rst_n) begin
        if (!rst_n) begin
            integer i;
            for (i=0; i<8; i=i+1) begin
                x1[i] <= 0; y1[i] <= 0; mu[i] <= 0; eps[i] <= 0;
            end
            state <= S_IDLE;
            pwr <= 0;
            we_b <= 0;
        end else begin
            case (state)
                S_IDLE: state <= S_WAIT_ADC;
                S_WAIT_ADC: if (adc_valid) state <= S_DCBLOCK;
                S_DCBLOCK: begin
                    y1[ch] <= (xin - x1[ch]) + ((y1[ch] * ALPHA_DC) >>> 15);
                    x1[ch] <= xin;
                    pwr <= pwr - (pwr >> 4) + ((samp * samp) >> 4);
                    state <= S_FETCH;
                end
                S_FETCH: state <= S_ACT;  
                S_ACT: begin
                    eps[ch] <= samp - act;
                    state <= S_ERR;
                end
                S_ERR: state <= S_UPDATE_MU;
                S_UPDATE_MU: begin
                    mu[ch] <= sat16(
                        mu[ch] + (g_mu >>> lr_shift) - (mu[ch] >>> decay_shift)
                    );
                    state <= S_UPDATE_W;
                end
                S_UPDATE_W: begin
                    if (bite_n && !freeze_learn && !low_conf && !artifact) begin
                        addr_b <= w_base;
                        din_b  <= {mem_dout[31:16], sat16(weight + (g_w >>> lr_shift))};
                        we_b   <= 1;
                    end
                    state <= S_OUT;
                end
                S_OUT: begin
                    we_b <= 0;
                    state <= S_IDLE;
                end
                default: state <= S_IDLE;
            endcase
        end
    end
    always @(posedge clk) mu0 <= mu[0];
    always @(*) begin
        case (reg_addr)
            10'h000: reg_dout = {30'b0, freeze_learn, 1'b1};
            10'h001: reg_dout = {29'b0, artifact, low_conf, phase_lock};
            10'h002: reg_dout = noise_limit;
            10'h010: reg_dout = {16'b0, mu[0]};
            default: reg_dout = 32'b0;
        endcase
    end
endmodule
module boreal_memory #(
    parameter ADDR_WIDTH = 10,
    parameter DATA_WIDTH = 32
)(
    input  wire                   clk,
    input  wire [ADDR_WIDTH-1:0]  addr_a,
    output reg  [DATA_WIDTH-1:0]  dout_a,
    input  wire                   we_b,
    input  wire [ADDR_WIDTH-1:0]  addr_b,
    input  wire [DATA_WIDTH-1:0]  din_b,
    output reg  [DATA_WIDTH-1:0]  dout_b
);
    reg [DATA_WIDTH-1:0] memory [0:(1<<ADDR_WIDTH)-1];
    initial begin
        integer i;
        for (i=0; i<(1<<ADDR_WIDTH); i=i+1) begin
            memory[i] = 0;
        end
    end
    always @(posedge clk) begin
        dout_a <= memory[addr_a];
    end
    always @(posedge clk) begin
        if (we_b)
            memory[addr_b] <= din_b;
        dout_b <= memory[addr_b];
    end
endmodule
</file>
<file path="flow/constraint.sdc">
current_design boreal_apex_core_v3

set clk_period 25.2
set clk_io_pct 0.2

create_clock -name clk0 -period $clk_period [get_ports {clk}]

set non_clock_inputs [all_inputs -no_clocks]
set_input_delay [expr $clk_period * $clk_io_pct] -clock clk0 $non_clock_inputs
set_output_delay [expr $clk_period * $clk_io_pct] -clock clk0 [all_outputs]
</file>
<file path="flow/run.sh">
#!/bin/bash
# OpenROAD 26Q1-2900-gdf79404cd8, Yosys 0.63+post, stock flow scripts
make -C /OpenROAD-flow-scripts/flow DESIGN_CONFIG=/design/flow/config.mk WORK_HOME=/design/flow/orfs finish
</file>
<file path="flow/config.mk">
export PLATFORM = sky130hd
export DESIGN_NAME = boreal_apex_core_v3
export DESIGN_NICKNAME = boreal_apex_core_v3
export VERILOG_FILES = /design/flow/design.v
export SDC_FILE = /design/flow/constraint.sdc
export NUM_CORES = 4
export LEC_CHECK = 1
export CORE_UTILIZATION = 40
export SYNTH_MEMORY_MAX_BITS = 65536
</file>
==> flow report <==
CLOCK NETWORK
-------------------------------------------------------------------------------------------------
Latest clock arrival within the worst-skew pair                                            780 ps
Clock buffer count from CTS                                                                   117
Post-CTS Resized                                                                                0
Clock buffer depth                                                                              3
CTS tree                                                                                    built
Clk slew on worst S/H paths                                                                 60 ps
Number of buffers inserted to repair setup after CTS                                            0
H-tree level count                                                                              3
Quantity of hold-fixing buffers added after cts                                                 0
Root buffer cell                                                                        clkbuf_16
Number of clock sinks                                                                        1076

FINISH
-------------------------------------------------------------------------------------------------
Area added between synthesis and finish                                                     12.3%
Fraction of final layout cells sized beyond drive strength 1                               0.0910
Filler instances                                                                            19729

CRITICAL PATH
-------------------------------------------------------------------------------------------------
R2r startpoint                                                                         eps[5][15]
Critical-path maximum fanout                                                                   46
Data arrival time at the worst-slack endpoint                                            19490 ps
Critical Path Start                                                                         ch[0]
Number of cell instances on the worst register-to-register path                                41
CP Capture Point                                                                         mu[6][2]
CP dominant cell by count                                                                    fa_1
Critical path data required time                                                         25890 ps
Critical path type                                                                         in2reg
Crit path max-delay cell type                                                             o21ai_0
Startpoint type of the worst setup path                                              primary input
Sort of element at the end of the critical path                                              flop
Reg2reg end                                                                              mu[6][2]
R2R Setup Slk                                                                            12000 ps
Peak per-stage delay on the critical path                                                  840 ps

FLOORPLAN
-------------------------------------------------------------------------------------------------
Die X                                                                                      469 µm
Share of the core filled by cells before placement                                          0.402
# IOs                                                                                         292
Area of the chip                                                                       220000 µm²
Cell Rows                                                                                     171
CORE AREA                                                                              217000 µm²
Die Y-Extent                                                                               469 µm

STA
-------------------------------------------------------------------------------------------------
Max-slew violation count                                                                        0
Unrepaired setup endpoints after global routing                                                no
Worst Tran Pin Value                                                                      1150 ps
Share of the clock period used by the worst path after layout                               0.746
Final setup violation count                                                                     0
Number of hold violations in the final report                                                   0
Worst setup skew after layout                                                             91.0 ps
Max-slew headroom at the worst pin                                                          0.225
Setup TNS                                                                                    0 ps
Peak clock frequency supported by timing                                                 53.2 MHz
Time the worst path needs with I/O delays and setup                                      18810 ps

LOGIC SYNTHESIS
-------------------------------------------------------------------------------------------------
Number of cell instances after yosys synthesis                                               8683
Post-Syn Area                                                                           87200 µm²
Share of async-settable or async-resettable flops after synthesis                           0.685
Yosys chip area                                                                         87200 µm²
Number of distinct library cell variants in the gate-level netlist after synthesis            101
Avg Synthesized Cell Area                                                                10.0 µm²
Synthesis Warnings                                                                              6
Register bit total from synthesis                                                            1076
Register area share after synthesis                                                         0.323
Gate Count Post-Synth                                                                        8683
Number of synthesized flops with an enable pin                                                291
Dominant register cell in the synthesized netlist                                         dfrtp_1

GLOBAL ROUTING
-------------------------------------------------------------------------------------------------
Via count of the first global-routing pass                                                  65129
Global-route usage over all layers                                                          0.229
Number of antenna violations at the first check in global routing                               9
Wire length of the first global-routing pass                                            370000 µm
Global-route congestion overflow total                                                          0
Largest net degree at the start of global routing                                             129

POWER AND IR DROP
-------------------------------------------------------------------------------------------------
Total power density per cell area                                                      100 nW/µm²
Total power of the final layout                                                         0.00981 W
P_leak                                                                                    43.9 nW
Worst vdd rail ir drop                                                                   0.319 mV

ROUTING
-------------------------------------------------------------------------------------------------
Number of DRC markers in iteration 0                                                         3368
Highest metal used                                                                           met5
Vias per Instance                                                                            5.24
Residual DRC count                                                                              0
Routed wire length                                                                      229000 µm
Number of vias after detailed routing                                                       62192
Antenna Nets Post-Route                                                                         0
Metal2 WL                                                                               104000 µm
Pre-antenna DRT Iters                                                                           5
DRT met1 WL                                                                              98700 µm
Post-DR wirelength/cell                                                                   19.3 µm
Metal3 WL                                                                                21800 µm

PLACE
-------------------------------------------------------------------------------------------------
Number of port buffers                                                                        290
GPL Wtd Cong                                                                                0.938
HPWL Detailed                                                                           166000 µm

JOB
-------------------------------------------------------------------------------------------------
Log Warnings                                                                                   62
Reported max-cap violation count                                                                0

OUTCOME
-------------------------------------------------------------------------------------------------
Result of the run                                                                       completed

HOLD PATH
-------------------------------------------------------------------------------------------------
Class of the tightest hold or removal check                                               reg2reg

[stage by stage]
stage                     hold WS [ps]  instance area, µm²   util  setup WS, ps  cells
after CTS                          350               97900  0.451          6590  11863
after global routing               347               98000  0.451          5570  11865
after floorplan                    331               87300      -          8680   8718
final                              347               98000  0.452          6390  11866
after detailed placement           335               94000  0.433          5800  11646
after global placement             333               94000  0.433          5810  11646
[kinds of logic after synthesis]
logic type | count (synthesis) | synth area share
multiplexers | 443 | 0.0770
other | 1 | 0.0000430
flip-flops | 1076 | 0.323
AND-OR/OR-AND | 1696 | 0.117
AND/OR/NAND/NOR | 2222 | 0.110
XOR/XNOR | 248 | 0.0251
adder cells (fa/ha/maj) | 1416 | 0.279
buffers and inverters | 1581 | 0.0686
[worst min-delay path by stage]
| stage | from | end | slack (ps) | depth (start not counted) |
|---|---|---|---|---|
| CTS | state[7] | state[2] | 350 | 0 |
| global route | state[7] | state[2] | 350 | 0 |
| finish | state[7] | state[2] | 350 | 0 |
[cells in the mapped netlist, types with 54 or more instances]
library cell | n | area share
edfxtp_1 | 291 | 0.10
a21oi_1 | 331 | 0.019
o21ai_0 | 762 | 0.044
mux4_2 | 170 | 0.044
dfrtp_1 | 723 | 0.21
nand2_1 | 1220 | 0.053
inv_1 | 1171 | 0.050
nor3_1 | 83 | 0.0048
nor2_1 | 455 | 0.020
clkbuf_1 | 312 | 0.013
xnor2_1 | 174 | 0.017
fa_1 | 881 | 0.20
nand3_1 | 72 | 0.0041
xor2_1 | 72 | 0.0072
and2_1 | 168 | 0.012
ha_1 | 535 | 0.077
mux2_2 | 120 | 0.015
mux2i_1 | 153 | 0.018
buf_1 | 67 | 0.0029
o21ai_1 | 54 | 0.0031
a21o_1 | 98 | 0.0084
[layout make-up]
type / count / area (µm²) / share of cell area
clock buffers: 165 / 3380 / 0.0345
flip-flops and latches: 1076 / 28200 / 0.287
inverters: 1176 / 4420 / 0.0451
well taps: 2854 / 3570 / 0.0365
diodes: 3 / 7.51 / 0.0000766
multi-input cells: 6061 / 53400 / 0.546
repair buffers: 479 / 4390 / 0.0448
clock inverters: 52 / 586 / 0.00598
[where the power goes]
group | leakage (nW) | internal, W | switching [W] | total, W
sequential | 13.1 | 0.00184 | 0.0000304 | 0.00187
clock | 1.95 | 0.00100 | 0.000745 | 0.00175
combinational | 28.9 | 0.00204 | 0.00416 | 0.00620
total | 43.9 | 0.00488 | 0.00493 | 0.00981
[placed cells by master, fill, tap and decap left out, types with 30 or more instances in the layout]
| cell | n |
|---|---|
| nand2b_1 | 48 |
| a22o_1 | 41 |
| mux4_2 | 170 |
| dfxtp_1 | 48 |
| or2_2 | 37 |
| nor2_1 | 436 |
| a21oi_1 | 325 |
| a211oi_1 | 32 |
| xnor2_1 | 174 |
| a221oi_1 | 44 |
| dfrtp_1 | 722 |
| o21ai_0 | 761 |
| a21o_1 | 98 |
| buf_4 | 185 |
| conb_1 | 36 |
| edfxtp_1 | 291 |
| and2_1 | 168 |
| inv_1 | 1171 |
| nor3_1 | 79 |
| mux2i_1 | 153 |
| o21a_1 | 46 |
| ha_1 | 535 |
| mux2_2 | 120 |
| fa_1 | 881 |
| nor2b_1 | 30 |
| clkbuf_16 | 118 |
| xor2_1 | 72 |
| nand3_1 | 67 |
| clkdlybuf4s50_1 | 286 |
| o21ai_1 | 53 |
| nand2_1 | 1217 |
| o211ai_1 | 30 |
[worst max-delay path, delay by kind of cell]
kind | cells | cell delay [ps]
AOI/OAI and AO/OA | 17 | 4910
and+or+nand+nor | 11 | 2730
buffers and inverters | 9 | 2320
xor gates and xnor gates | 1 | 200
adders and majority gates | 9 | 4150
[state kept, by name (all words and copies together) (netlist names), 32 cells and up]
name and flops:
din_b 32, eps 128, mem.dout_a 32, mem.memory 256
mu 128, noise_limit 32, pwr 32, x1 192
y1 208
[metal layers]
metal | up-vias | global-route usage
li1 | 29377 | -
met1 | 30707 | 0.332
met2 | 1844 | 0.344
met3 | 256 | 0.0927
met4 | 8 | 0.0373
met5 | - | 0.00152
Power is estimated from default activity; no workload was simulated.
