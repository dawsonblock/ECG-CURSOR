## /design/flow/config.mk

```make
export PLATFORM = sky130hd
export DESIGN_NAME = boreal_adaptive_norm
export DESIGN_NICKNAME = boreal_adaptive_norm
export VERILOG_FILES = /design/flow/design.v
export SDC_FILE = /design/flow/constraint.sdc
export NUM_CORES = 4
export LEC_CHECK = 1
export CORE_UTILIZATION = 40
```

## /design/flow/constraint.sdc

```tcl
current_design boreal_adaptive_norm

set clk_period 10.8
set clk_io_pct 0.2

create_clock -name clk0 -period $clk_period [get_ports {clk}]

set non_clock_inputs [all_inputs -no_clocks]
set_input_delay [expr $clk_period * $clk_io_pct] -clock clk0 $non_clock_inputs
set_output_delay [expr $clk_period * $clk_io_pct] -clock clk0 [all_outputs]
```

## /design/flow/design.v

```verilog
module boreal_adaptive_norm #(
    parameter ALPHA_SHIFT = 6  
)(
    input  wire        clk,
    input  wire        rst,
    input  wire        valid,    
    input  wire [127:0] features_in,  
    input  wire        lock,     
    output reg  [127:0] features_out,
    output reg         done
);
    reg [2:0]  state;
    reg [2:0]  ch_idx;
    reg signed [31:0] mu [0:7];
    reg signed [47:0] var_acc [0:7];
    reg signed [15:0] z_out [0:7];
    wire signed [15:0] x_current = features_in[ch_idx*16 +: 16];
    reg signed [31:0] diff;
    reg signed [47:0] sq_diff;
    reg signed [31:0] sigma;
    always @(posedge clk) begin
        integer i;
        if (rst) begin
            state <= 0;
            ch_idx <= 0;
            done <= 0;
            features_out <= 0;
            for (i=0; i<8; i=i+1) begin
                mu[i] <= 0;
                var_acc[i] <= 48'h0000_1000_0000;  
                z_out[i] <= 0;
            end
        end else begin
            done <= 0;
            case (state)
                0: begin  
                    if (valid) begin
                        state <= 1;
                        ch_idx <= 0;
                    end
                end
                1: begin  
                    diff <= (x_current << 8) - mu[ch_idx];
                    state <= 2;
                end
                2: begin  
                    sq_diff <= diff * diff;
                    if (!lock) begin
                        mu[ch_idx] <= mu[ch_idx] + (diff >>> ALPHA_SHIFT);
                    end
                    state <= 3;
                end
                3: begin  
                    if (!lock) begin
                        var_acc[ch_idx] <= var_acc[ch_idx] + ((sq_diff - var_acc[ch_idx]) >>> ALPHA_SHIFT);
                    end
                    sigma <= (var_acc[ch_idx][31:16] < 16'h0100) ? 32'h0100 : var_acc[ch_idx][31:16];
                    z_out[ch_idx] <= diff[23:8]; 
                    if (ch_idx == 7) begin
                        state <= 4;
                    end else begin
                        ch_idx <= ch_idx + 1;
                        state <= 1;
                    end
                end
                4: begin  
                    features_out <= {z_out[7], z_out[6], z_out[5], z_out[4], 
                                     z_out[3], z_out[2], z_out[1], z_out[0]};
                    done <= 1;
                    state <= 0;
                end
            endcase
        end
    end
endmodule
```

## /design/flow/run.sh

```bash
#!/bin/bash
# OpenROAD 26Q1-2900-gdf79404cd8, Yosys 0.63+post, stock flow scripts
make -C /OpenROAD-flow-scripts/flow DESIGN_CONFIG=/design/flow/config.mk WORK_HOME=/design/flow/orfs finish
```

==> out/metrics.csv <==
stage,metric,value,unit
floorplanning,total core area,62200,um2
power,Logic pwr share,0.083,
placed_design,pre-CTS setup slack,5.07,ns
cts,CTS tree,done,
detailed_routing,via count,16900,
setup_path,Worst setup EP type,flop,
cts,clock edge transition at the registers on the reported setup and hold paths,0.06,ns
power,P_sw,1.09,mW
cells_and_area,share of cells above drive strength 1,0.105,
cells_and_area,Reg area,15100,um2
setup_path,Worst path slowest cell,dfxtp_2,
setup_path,max incr delay on CP,0.71,ns
power,Sw Share,0.232,
cts,post-CTS sizing,0,
synthesis,Synthesis Warnings,1,
detailed_routing,DRT iter0 DRCs,1001,
cts,clock sinks,550,
setup_path,R2R Path End,mu[1][24]$_SDFFCE_PN0P_,
setup_path,R2R cell count,14,
synthesis,Yosys top cell by area,edfxtp_1,
synthesis,Mapped Area,25400,um2
sta,clock skew,0.0218,ns
sta,Tcrit/Tclk final,0.508,
sta,worst slew pin tran,1.15,ns
placed_design,input/output buffers,260,
floorplanning,Die X,254,um
setup_path,CP Max Fanout,37,
sta,TNS Setup,0,ns
detailed_routing,wire length per cell,22.4,um
floorplanning,Starting Density,0.408,
sta,Worst slew margin,0.232,
synthesis,Async SR Flop Fraction,0,
floorplanning,# IOs,261,
setup_path,worst endpoint data arrival time,5.84,ns
global_routing,vias in the first global route,16800,
detailed_routing,drt total wl,71100,um
power,leakage,11.1,nW
cts,H-tree Lvls,2,
run,Log Warnings,25,
sta,Final setup viols,0,
cells_and_area,fillers,5265,
synthesis,post-synthesis cell type count,76,
cells_and_area,Final Cell Area,30800,um2
synthesis,Dominant Register Cell,edfxtp_1,
power,PwrDens,153,nW/um2
cells_and_area,Final Non-Filler Cells,3169,
sta,Hold Fails Final Rpt,0,
cells_and_area,Util after Layout,0.495,
cells_and_area,MI comb area,9680,um2
floorplanning,Die Area,64400,um2
global_routing,largest net degree at the start of global routing,74,
cts,hold buffers post-CTS,0,
global_routing,Total Routing Usage GR,0.235,
synthesis,Yosys chip area,25400,um2
placed_design,post-place instance area,28900,um2
sta,setup ws final,5.31,ns
synthesis,Max-area cell share,0.485,
placed_design,routability cong.,0.970,
synthesis,Top area cell types,"edfxtp_1 (49%), dfxtp_1 (11%), mux2i_1 (6.5%), nor2_1 (6.4%), mux4_2 (5.4%)",
cts,total CTS buffers,54,
sta,Tmin final,5.49,ns
sta,Min Hold Slack,0.461,ns
run,# Max-Cap Violations,0,
placed_design,dpl hpwl,45800,um
worst_hold_path,Hold Path Origin,state[2]$_DFF_P_,
power,Clk pwr share,0.415,
global_routing,grt ovf,0,
setup_path,"setup slack, reg-to-reg",5.31,ns
setup_path,CP Launch Type,flop,
global_routing,initial antenna violation count,0,
sta,Achievable Freq,182,MHz
sta,"Slew Viols, Final",0,
setup_path,Most common cell on crit path,a21o_1,
worst_hold_path,hold path depth,1,
worst_hold_path,Hold Crit Endpoint,state[4]$_DFF_P_,
synthesis,Avg Inst Size Synth,12.4,um2
synthesis,number of enable flip-flop cells,410,
setup_path,crit path DRT,11.15,ns
cts,Clock Path Buffers,3,
detailed_routing,vias per inst,5.34,
setup_path,"Cell Chain, Critical Path","buf_4, mux4_2, mux2_2, ha_1, fa_1, a21o_1, a21oi_2, o21ai_1, a2111oi_4, o31ai_1, a21o_1, a21oi_1, xor2_2, nor2_1",
synthesis,register share after synthesis,0.596,
cts,# Post-CTS Setup Buffers,0,
floorplanning,FP Rows,91,
detailed_routing,drc violations,0,
power,sequential share of power,0.501,
cts,Root Driver,clkbuf_16,
cts,clock latency (worst-skew pair),0.62,ns
power,Power Total,4.70,mW
global_routing,first-pass GRT wire length,104000,um
setup_path,type of the worst setup path,reg2reg,
status,status,"finished, final reports clean",
sta,RSZ-0062 raised after global routing,false,
worst_hold_path,type of the most critical hold path,reg2reg,
synthesis,synthesized instance count,2043,
placed_design,Inst Count DP,3067,
floorplanning,die height,254,um
cells_and_area,Area Overhead vs Synth,21.3,%
power,P_int,3.61,mW
synthesis,Flops after synth,550,
detailed_routing,DR pass1 iterations,5,
synthesis,# Cells Yosys,2043,
power,VDD IR-drop max,124,uV
detailed_routing,Routed Antenna Nets,0,
==> area by class of cell <==
type | count | share of cell area
sequential | 550 | 0.492
inverter | 44 | 0.00537
multi-input combinational | 1336 | 0.315
tap | 837 | 0.0340
antenna | 1 | 0.0000813
timing repair buffer | 300 | 0.0943
clock buffer | 73 | 0.0492
clock inverter | 28 | 0.0109
==> cells by family after synthesis <==
group                      after synthesis  share of synthesized area
AOI/OAI and AO/OA                      250                     0.0710
xor gates and xnor gates                52                     0.0182
adders and majority gates               57                     0.0284
buffers and inverters                  157                     0.0241
DFF                                    550                      0.596
muxes                                  240                      0.125
and+or+nand+nor                        737                      0.137
==> worst max path at each step <==
stage | from | endpoint | depth (start not counted)
after CTS | flop | mu[1][24]$_SDFFCE_PN0P_ | 14
after global routing | flop | mu[7][26]$_SDFFCE_PN0P_ | 14
final | flop | mu[1][24]$_SDFFCE_PN0P_ | 14
==> power by group through the flow <==
stage | sequential, mW | clock [mW] | combinational (mW)
4_1_cts | 2.36 | 1.99 | 0.389
5_1_grt | 2.36 | 2.07 | 0.426
6_report | 2.36 | 1.95 | 0.391
==> state kept, by name, summed over array words and instances (netlist names), named ones only <==
register,flops
state,5
diff,26
z_out,128
features_out,128
mu,256
done,1
ch_idx,3
==> Yosys cell counts, types with 15 or more instances <==
master and n:
nor2_1 430, edfxtp_1 410, mux2i_1 164, dfxtp_1 140
and2_1 130, clkbuf_1 79, a22oi_1 66, mux4_2 61
a21oi_1 60, ha_1 56, inv_1 44, a21o_1 40
nand2_1 39, xnor2_1 38, buf_1 27, nand4_1 26
nand2b_1 24, nor3_1 20, mux2_2 15
==> critical path, delay by kind of cell (launching register included) <==
family / cells / cell delay [ns]
flops: 1 / 0.71
compound gates: 7 / 1.80
simple gates: 1 / 0.08
mux: 2 / 0.87
fa+ha+maj: 2 / 0.67
buf+inv: 1 / 0.69
xor+xnor: 1 / 0.38
==> layer usage <==
metal,vias up,part of all wire,global-route usage
li1,7922,-,-
met1,8054,0.39,0.319
met2,853,0.46,0.351
met3,92,0.13,0.127
met4,2,0.020,0.0435
met5,-,0.0020,0.0170
==> layout by cell type (no fill, tap or decap), types with 6 or more instances in the layout <==
cell type / n
a211oi_1: 8
mux4_2: 61
and2_1: 130
clkinv_1: 6
clkbuf_8: 7
nor3_1: 19
a21oi_1: 60
o31ai_1: 9
nor2b_1: 11
mux2i_1: 164
buf_4: 41
edfxtp_1: 410
clkdlybuf4s50_1: 259
or2_2: 9
o21ai_0: 13
and3_1: 7
bufinv_16: 6
inv_1: 44
ha_1: 56
nand4_1: 26
clkbuf_1: 11
nand2b_1: 24
xnor2_1: 38
nand2_1: 39
mux2_2: 15
nor2_1: 428
a22oi_1: 66
clkinv_2: 10
a21o_1: 40
nand3_1: 9
clkbuf_16: 55
xor2_1: 13
o21bai_1: 8
dfxtp_1: 136
Power figures rest on the tool's default switching activity, not on a simulated workload.
