<file path="design.v">
module boreal_biquad #(
    parameter signed [15:0] DEFAULT_B0 = 16'h7FFF,  
    parameter signed [15:0] DEFAULT_B1 = 0,
    parameter signed [15:0] DEFAULT_B2 = 0,
    parameter signed [15:0] DEFAULT_A1 = 0,
    parameter signed [15:0] DEFAULT_A2 = 0
)(
    input  wire        clk,
    input  wire        rst,
    input  wire        valid,
    input  wire signed [23:0] x_in,
    output reg  signed [23:0] y_out,
    input  wire [2:0]  reg_addr,  
    input  wire [15:0] reg_din,
    input  wire        reg_we
);
    reg signed [15:0] b0, b1, b2, a1, a2;
    reg signed [23:0] x1, x2, y1, y2;
    always @(posedge clk) begin
        if (rst) begin
            b0 <= DEFAULT_B0; b1 <= DEFAULT_B1; b2 <= DEFAULT_B2;
            a1 <= DEFAULT_A1; a2 <= DEFAULT_A2;
        end else if (reg_we) begin
            case (reg_addr)
                3'd0: b0 <= reg_din;  
                3'd1: b1 <= reg_din;  
                3'd2: b2 <= reg_din;  
                3'd3: a1 <= reg_din;  
                3'd4: a2 <= reg_din;  
            endcase
        end
    end
    wire signed [47:0] term0 = b0 * x_in;
    wire signed [47:0] term1 = b1 * x1;
    wire signed [47:0] term2 = b2 * x2;
    wire signed [47:0] term3 = a1 * y1;
    wire signed [47:0] term4 = a2 * y2;
    wire signed [47:0] sum = term0 + term1 + term2 - term3 - term4;
    always @(posedge clk) begin
        if (rst) begin
            x1 <= 0; x2 <= 0;
            y1 <= 0; y2 <= 0;
            y_out <= 0;
        end else if (valid) begin
            y_out <= sum >>> 15;  
            x2 <= x1;
            x1 <= x_in;
            y2 <= y1;
            y1 <= sum >>> 15;
        end
    end
endmodule
module boreal_envelope_ema #(
    parameter SHIFT = 6  
)(
    input  wire        clk,
    input  wire        rst,
    input  wire        valid,
    input  wire signed [23:0] x,
    output reg  [23:0] env
);
    wire signed [47:0] sq = x * x;
    always @(posedge clk) begin
        if (rst) begin
            env <= 0;
        end else if (valid) begin
            env <= env + ((sq[39:16] - env) >>> SHIFT);
        end
    end
endmodule
module boreal_spectral_cube (
    input  wire        clk,
    input  wire        rst,
    input  wire        valid,
    input  wire signed [23:0] x_in,
    output wire [383:0] spectral_vector,  
    output wire         out_valid
);
    wire [23:0] bands [0:15];
    wire [23:0] envelopes [0:15];
    genvar i;
    generate
        for (i=0; i<16; i=i+1) begin : band_bank
            boreal_biquad #(
                .DEFAULT_B0(16'h0100 + i*16'h0010)  
            ) filter (
                .clk(clk), .rst(rst),
                .valid(valid), .x_in(x_in), .y_out(bands[i]),
                .reg_we(1'b0)
            );
            boreal_envelope_ema #(
                .SHIFT(6)
            ) env_det (
                .clk(clk), .rst(rst),
                .valid(valid), .x(bands[i]), .env(envelopes[i])
            );
            assign spectral_vector[i*24 +: 24] = envelopes[i];
        end
    endgenerate
    assign out_valid = valid;  
endmodule
</file>
<file path="run.sh">
#!/bin/bash
# OpenROAD 26Q1-2900-gdf79404cd8, Yosys 0.63+post, stock flow scripts
make -C /OpenROAD-flow-scripts/flow DESIGN_CONFIG=/design/flow/config.mk WORK_HOME=/design/flow/orfs finish
</file>
<file path="constraint.sdc">
current_design boreal_spectral_cube

set clk_period 17.3
set clk_io_pct 0.2

create_clock -name clk0 -period $clk_period [get_ports {clk}]

set non_clock_inputs [all_inputs -no_clocks]
set_input_delay [expr $clk_period * $clk_io_pct] -clock clk0 $non_clock_inputs
set_output_delay [expr $clk_period * $clk_io_pct] -clock clk0 [all_outputs]
</file>
<file path="config.mk">
export PLATFORM = sky130hd
export DESIGN_NAME = boreal_spectral_cube
export DESIGN_NICKNAME = boreal_spectral_cube
export VERILOG_FILES = /design/flow/design.v
export SDC_FILE = /design/flow/constraint.sdc
export NUM_CORES = 4
export LEC_CHECK = 1
export CORE_UTILIZATION = 40
</file>
==> results.py <==
# Physical implementation metrics
metrics = {
    "run_status": {
        "status": "finished clean",
    },
    "final_timing": {
        "fmaxAchievable_mhz": 82.4,
        "fin_crit_ns": 12.14,
        "slew_viol_final": 0,
        "finalClockPeriodUsage_pct": 70.2,
        "final-setup-viol-count": 0,
        "finalClockSkew_ns": 0.0824,
        "final-hold-violation-count": 0,
        "worst_pin_slew_ns": 1.09,
        "slew_headroom_pct": 26.5,
        "rsz0062_at_grt": "no",
        "hold_slack_ns": 0.455,
        "fin_ws_ns": 5.16,
        "finalSetupTns_ns": 0,
    },
    "global_route": {
        "grt_first_pass_wirelength_um": 1200000,
        "grt_pass1_vias": 215508,
        "grt_max_degree": 82,
        "grt_usage_pct": 22.2,
        "grt_overflow": 0,
        "grt_antenna_before_repair": 17,
    },
    "die": {
        "coreArea_mm2": 0.727,
        "die_area_mm2": 0.735,
        "rows": 313,
        "io-pin-count": 412,
        "die_w_um": 857,
        "fp_util_pct": 40.2,
        "dieHeight_um": 857,
    },
    "yosys": {
        "yosysSeqAreaShare_pct": 4.70,
        "synth.largest_area_cell": "fa_1",
        "yosys_register_bits": 686,
        "area_leaders": "fa_1, ha_1, inv_1",
        "async_flop_share_pct": 0,
        "ys_warn_count": 18,
        "enable_flop_cells": 0,
        "synth.distinct_cells": 89,
        "avgSynthCellArea_um2": 9.26,
        "syn_area_mm2": 0.292,
        "ff_type": "dfxtp_1",
        "ys_area_mm2": 0.292,
        "synthCells": 31566,
        "yosys_cells": 31566,
        "yosys.area.top_type_share_pct": 47.3,
    },
    "cells_and_area": {
        "final_area_mm2": 0.313,
        "layout_top_cell": "inv_1",
        "n_fill_cell": 68879,
        "final_util_pct": 43.0,
        "area_growth_pct": 7.01,
        "drive_gt1_share_pct": 2.29,
        "most-common-layout-cells": "inv_1, fa_1, ha_1",
    },
    "worst_setup_path": {
        "path_max_fanout": 20,
        "crit_path_start_kind": "flop",
        "worstSetupPathType": "reg2reg",
        "required_ns": 18.17,
        "crit_path_top_delay_cell": "dfxtp_1",
        "cp.arrival_ns": 13.01,
        "critPathCaptureType": "flop",
        "cp_slowest_stage_delay_ns": 0.91,
        "cpMostUsedCell": "fa_1",
    },
    "cts": {
        "clockRootBuffer": "clkbuf_16",
        "htreeDepth": 3,
        "clock_latency_ns": 1.00,
        "clock_sinks": 686,
        "cts_tree": "done",
        "clkTransAtPathRegs_ns": 0.06,
        "postCtsSetupRepairBufs": 0,
        "cts_max_path_buffers": 4,
        "hold_buffers": 0,
        "cts_buffers": 114,
        "post_cts_resized": 0,
    },
    "placement": {
        "portBuffers": 411,
        "placed_cell_area_mm2": 0.309,
        "routabilityCongestion": 0.967,
        "pre_cts_slack_ns": 5.27,
        "hpwl_um": 631000,
    },
    "drt": {
        "wl_per_cell_um": 17.8,
        "dr.pass1.iters": 7,
        "drc": 0,
        "drt_iter0_drc": 7097,
        "viasPerCell": 4.74,
        "antenna_left": 0,
        "postRouteWirelength_um": 735000,
        "vias": 196477,
    },
    "run": {
        "openroad.warnings": 132,
        "drv_cap": 0,
    },
    "worst_hold_path": {
        "hold_class": "reg2reg",
    },
}
## sequential cells by signal, indices dropped and copies added, names as in the netlist
name	flops
band_bank.filter.y_out	131
band_bank.env_det.env	384
band_bank.filter.y1	171
## kinds of logic after synthesis
family                     count (synthesis)  share of synthesized area [%]
AOI/OAI and AO/OA                       2582                           5.79
and+or+nand+nor                         6133                           10.0
adders and majority gates              10061                           60.8
muxes                                    316                           1.08
DFF                                      686                           4.70
xor gates and xnor gates                1445                           4.35
buffers and inverters                  10343                           13.3
## area by class of cell
cell class / instances / area [um2] / area share [%]
antenna: 6 / 15.0 / 0.00480
sequential: 686 / 13700 / 4.39
tap: 9607 / 12000 / 3.84
timing repair buffer: 831 / 7280 / 2.33
clock buffer: 140 / 3110 / 0.994
inverter: 9554 / 35900 / 11.5
multi-input combinational: 20537 / 240000 / 76.7
clock inverter: 65 / 996 / 0.318
## final timing paths
kind,depth (start not counted),startpoint,slack [ns],end
hold reg to reg,2,band_bank[3].filter.y_out[11],0.45,band_bank[3].filter.y_out[11]
hold / removal,2,band_bank[3].filter.y_out[11],0.45,band_bank[3].filter.y_out[11]
setup / recovery,42,band_bank[11].filter.y1[0],5.16,band_bank[11].env_det.env[21]
setup reg to reg,42,band_bank[11].filter.y1[0],5.16,band_bank[11].env_det.env[21]
## worst max-delay path, delay by kind of cell (launching register included)
family,cells,cell delay (ns)
AND-OR/OR-AND,18,5.01
XOR/XNOR,2,0.34
adder cells (fa/ha/maj),10,4.48
buffers and inverters,6,0.32
flip-flops,1,0.91
AND/OR/NAND/NOR,6,0.97
## stage by stage
step	cells
after floorplan	31566
final	41426
after detailed placement	41215
after global placement	41215
after CTS	41420
after global routing	41421
## metal layers
layer  GRT usage [%]  part of all wire, %
met5           0.678                0.099
met3            8.18                  8.9
met1            31.1                   41
met4            4.00                  2.6
met2            34.9                   47
## synthesized netlist by cell type, drive strengths merged, types with 15 or more instances
cell	count
a211oi	104
nand3	182
nor4	36
or3	58
a22o	19
xnor2	1129
a21oi	784
and3	85
o41a	16
or2	55
o211ai	36
and2	1310
o21a	218
nor2	1615
nand2b	212
nor2b	213
o21bai	157
xor2	312
nand3b	24
a211o	29
nor3	305
clkbuf	740
nand4	94
ha	3147
nand2	1864
a311o	22
nor4b	34
a31oi	90
mux2i	310
fa	6914
o31ai	44
a2111oi	22
o21ai	410
o31a	23
inv	9546
o22ai	24
a41oi	15
a21o	323
o2111ai	39
buf	49
a41o	25
dfxtp	686
o41ai	52
